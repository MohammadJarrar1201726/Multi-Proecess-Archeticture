--- config.mk ---
export PLATFORM = sky130hd
export DESIGN_NAME = ControlUnit
export DESIGN_NICKNAME = ControlUnit
export VERILOG_FILES = /design/flow/design.v
export SDC_FILE = /design/flow/constraint.sdc
export NUM_CORES = 4
export LEC_CHECK = 1
export CORE_AREA = 10 10 94 94
export DIE_AREA = 0 0 104 104
--- constraint.sdc ---
current_design ControlUnit

set clk_period 2.1
set clk_io_pct 0.2

create_clock -name clk0 -period $clk_period [get_ports {clock}]

set non_clock_inputs [all_inputs -no_clocks]
set_input_delay [expr $clk_period * $clk_io_pct] -clock clk0 $non_clock_inputs
set_output_delay [expr $clk_period * $clk_io_pct] -clock clk0 [all_outputs]
--- design.v ---
parameter
LOW = 1'b0,
HIGH = 1'b1,
	AND = 6'b000000,  
	ADD = 6'b000001,  
	SUB = 6'b000010,  
	ANDI = 6'b000011,    
	ADDI = 6'b000100,	 
	LW  = 6'b000101,  
	LWPOI =  6'b000110,  
	SW  = 6'b000111,	 
	BGT = 6'b001000,   
	BLT =  6'b001001,  
	BEQ = 6'b001010,  
	BNE =  6'b001011,  
	JMP = 6'b001100,  
	CALL = 6'b001101,  
	RET =  6'b001110,  
	PUSH = 6'b001111,  
	POP = 6'b010000,  
	ALU_ADD = 2'b00, 
	ALU_Sub = 2'b01,  
	ALU_And = 2'b10,  
PUSH_VALUE = 2'b00,
POP_VALUE = 2'b01,
OTHER_VALUE = 2'b10,
	PC_Src_Dft = 2'b00, 
	PC_Src_BTA = 2'b01,  
	PC_Src_JMP = 2'b10,  
	PC_Src_Ra = 2'b11, 
	Mode_All = 2'b00,
	Mode_LWPOI = 2'b01,
R0 = 4'd0,  
R1 = 4'd1, 	  
R2 = 4'd2,  
R3 = 4'd3,  
R4 = 4'd4,  
R5 = 4'd5,  
R6 = 4'd6,  
R7 = 4'd7,  
R8 = 4'd8,  
R9 = 4'd9,  
R10 = 4'd10,  
R11 = 4'd11,  
R12 = 4'd12,  
R13 = 4'd13,  
R14 = 4'd14,  
R15 = 4'd15;  
module ControlUnit(
	clock,	  
	alu_op,
	pc_src,
	alu_src,
	reg_src,   
	ext_op,
	enable_data_memory_write,
	enable_data_memory_read,
	DataT,
	SM,
	stack_value,
	write_back_data_select1,	
	write_back_data_select2,
	rf_enable_write1,
	rf_enable_write2,
	en_instruction_fetch,
	en_instruction_decode,
	en_execute,
	FunctionCode,
	flag_zero,
	flag_overflow,
	flag_negative
);
input wire clock;
input wire [5:0] FunctionCode;	 
input wire flag_zero;
input wire flag_overflow;
input wire flag_negative;
output reg [1:0] alu_op;
output reg [1:0] pc_src = PC_Src_Dft;
output reg  alu_src;	
output reg [1:0] stack_value;
output reg reg_src , write_back_data_select1 , write_back_data_select2  , ext_op ;
output reg rf_enable_write1 = LOW,
rf_enable_write2 = LOW,
enable_data_memory_write =LOW,
enable_data_memory_read =LOW, 
DataT = LOW,
SM = HIGH ;
output reg en_execute = LOW , 
en_instruction_fetch = LOW,
en_instruction_decode = LOW;
reg [2:0] current_stage = 3'b101;
reg [2:0] next_stage = 3'b000;
always @(posedge clock) begin
	current_stage= next_stage;
end			  
always @(posedge clock) begin  
	case(current_stage) 
		3'b101: begin
			en_instruction_fetch = LOW;  
			next_stage <= 3'b000;
		end
		3'b000: begin
			next_stage <= 3'b001;
			en_instruction_decode =LOW;
			en_execute = LOW;
			rf_enable_write1 =LOW;
			rf_enable_write2 = LOW;
			enable_data_memory_read = LOW;
			enable_data_memory_write = LOW;
			SM = LOW;	
			DataT = LOW;   
			stack_value <= OTHER_VALUE;
			en_instruction_fetch = HIGH;  
		if(FunctionCode == JMP ||  FunctionCode == CALL)begin
			pc_src = PC_Src_JMP;
		end
		else if (FunctionCode == RET) begin
		end
		else if (((FunctionCode == BEQ && flag_zero)|| (FunctionCode == BNE && !flag_zero)  || (FunctionCode == BLT && ~flag_zero && flag_negative == flag_overflow) || (FunctionCode== BGT && flag_negative != flag_overflow  ) )) begin
			pc_src = PC_Src_BTA;
		end	
		else begin
			pc_src = PC_Src_Dft;
		end
	end				  
	3'b001: begin	
		en_instruction_fetch = LOW;
		en_instruction_decode = HIGH;
		if( FunctionCode == JMP)begin
			next_stage <= 3'b000;
		end	
	else if (FunctionCode == CALL || FunctionCode == PUSH || FunctionCode == POP || FunctionCode == RET) begin   
			next_stage <= 3'b011;
	end		
	else begin
		next_stage <= 3'b010;
	end
		reg_src = (FunctionCode == AND || FunctionCode == SUB || FunctionCode == ADD || FunctionCode ==  ANDI || FunctionCode == ADDI ) ? LOW : HIGH ;
		alu_src = (FunctionCode == AND || FunctionCode == SUB || FunctionCode == ADD || FunctionCode == BGT || FunctionCode == BLT || FunctionCode == BEQ || FunctionCode == BNE)? LOW : HIGH;
		ext_op = (FunctionCode == AND) ? LOW :HIGH;	 
		SM = (FunctionCode == PUSH || FunctionCode == POP || FunctionCode == CALL || FunctionCode == RET  ) ? LOW : HIGH;
	end	   
	3'b010: begin 
		en_instruction_decode = LOW;
		en_execute = HIGH;
	if(FunctionCode== BEQ || FunctionCode == BNE || FunctionCode == BGT || FunctionCode == BLT || FunctionCode ==SUB) begin 
		alu_op = ALU_Sub;
	end
	else if(FunctionCode == ANDI || FunctionCode == AND) begin
	   alu_op =ALU_And;
	end	
	else begin 	
		alu_op = ALU_ADD;	
	end	
		if( FunctionCode == AND || FunctionCode == SUB || FunctionCode== ADD || FunctionCode == ADDI || FunctionCode == ANDI) begin	 
			next_stage <= 3'b100;
		end	
	else if (FunctionCode == BEQ || FunctionCode== BNE || FunctionCode == BLT || FunctionCode == BGT) begin
		next_stage <= 3'b000;
	end	
	else   begin
		next_stage <=3'b011;  
	end
	end	
	3'b011: begin	
		DataT = (FunctionCode == CALL) ? HIGH : LOW;
		next_stage <= (FunctionCode == LW || FunctionCode == LWPOI || FunctionCode ==RET) ? 3'b100 : 3'b000;
		enable_data_memory_write = (FunctionCode == SW || FunctionCode ==PUSH || FunctionCode ==CALL)? HIGH : LOW;
		enable_data_memory_read = (FunctionCode == LW || FunctionCode == LWPOI || FunctionCode == RET || FunctionCode== POP) ? HIGH : LOW;	 
		if(FunctionCode == PUSH | FunctionCode == CALL ) begin
			stack_value <= PUSH_VALUE;
		end
	else if(FunctionCode == POP | FunctionCode == RET)begin
		stack_value <= POP_VALUE;
	end
	else begin
		stack_value <= OTHER_VALUE;
	end
	en_execute = LOW;
	end	 
	3'b100: begin
		stack_value <= OTHER_VALUE;
		if(FunctionCode == RET)begin
				pc_src = PC_Src_Ra;
		end
		enable_data_memory_write = LOW;
		enable_data_memory_read = LOW;
		en_execute = LOW;
		SM = LOW;
		next_stage <= 3'b000;
		rf_enable_write1 = (FunctionCode == RET) ? LOW:HIGH;  	 
		rf_enable_write2 = (FunctionCode == LWPOI) ? HIGH : LOW;
		write_back_data_select1 = (FunctionCode == LW || FunctionCode == LWPOI | FunctionCode == RET | FunctionCode == POP)? HIGH : LOW;
		write_back_data_select2 = (FunctionCode == LWPOI ) ? HIGH : LOW;
	end
	endcase
end	
endmodule
--- run.sh ---
#!/bin/bash
# OpenROAD 26Q1-2900-gdf79404cd8, Yosys 0.63+post, stock flow scripts
make -C /OpenROAD-flow-scripts/flow DESIGN_CONFIG=/design/flow/config.mk WORK_HOME=/design/flow/orfs finish
==> GITHUB_STEP_SUMMARY <==
### Yosys + OpenROAD results

| Metric | Value |
|---|---|
| Vert. Die Dim | `roughly 100 µm` |
| Mux area share | `0%` |
| Count of standard-cell rows | `30` |
| Worst path buffer plus inverter count | `1` |
| Initial antenna violation count | `0` |
| Post-CTS clock slew at the launch and capture registers of the worst setup and hold paths | `~0.090 ns` |
| OpenROAD warnings | `25` |
| Vias in the first global route | `between 1,000 and 1,500` |
| Final worst path period share | `roughly 88%` |
| Horizontal die dimension | `roughly 100 µm` |
| Vias post-DR | `approximately 1,000` |
| Type of the worst setup path | `in -> reg` |
| H-tree depth reported by CTS | `1` |
| Weighted congestion at the end of routability-driven global placement | `around 0.83` |
| Mean post-synth cell area | `between 10 and 15 µm²` |
| Standard cell core area | `a little under 0.007 mm²` |
| Power Total | `about 1.9 mW` |
| Count of state elements after synthesis | `26` |
| Setup Slack @ Placement | `-0.0373 ns` |
| Total die area | `approximately 0.011 mm²` |
| Placed Instances | `approximately 250` |
| Hold violation total from the final report | `0` |
| Dominant kind of combinational cell | `simple AND/OR/NAND/NOR gates` |
| Maximum operating frequency | `approximately 540 MHz` |
| Antenna viol nets, final | `0` |
| Core Util, Final | `between 20 and 30%` |
| Post-layout min period | `about 1.8 ns` |
| Yosys warns | `1` |
| Cell with the largest stage delay on the worst path | `sky130_fd_sc_hd__clkdlybuf4s50_1` |
| Setup Viol. Count Final | `0` |
| Routed Wire Length | `3.04 mm` |
| Ant diodes | `0` |
| Pwr dens | `about 1000 mW/mm²` |
| Post-CTS setup buffers | `0` |
| Slew @ Worst Pin | `0.454 ns` |
| Number of remaining DRC errors | `0` |
| Placed standard-cell area | `~0.0018 mm²` |
| Worst Skew | `0.00586 ns` |
| Deepest clock path buffer count | `2` |
| Post_cts resized | `0` |
| Worst min-delay path class | `reg -> reg` |
| Synthesized area | `approximately 0.0013 mm²` |
| Startpoint type of the worst setup path | `input port` |
| Worst-case register-to-register setup slack | `0.36 ns` |
| Compound-Gate Fraction of Synth Area | `16.0%` |
| Result of the run | `finished clean` |
| Max Slew Vio Count | `0` |
| Global-route usage over all layers | `around 5.7%` |
| Worst-case vdd ir drop | `approximately 0.00023 V` |
| Number of gates on the worst path with buffers counted | `4` |
| Detailed-route vias per instance | `~3.9` |
| Post-route cell area | `roughly 0.0019 mm²` |
| Number of buffers inserted by port buffering | `29` |
| Wirelength per Cell | `roughly 12 µm` |
| Number of inserted filler cells in the final layout | `between 700 and 800` |
| Origin of the worst setup path | `FunctionCode[1]` |
| Top-Level Pins | `30` |
| Worst slew margin relative to its limit | `69.0%` |
| Launch point of the worst reg-to-reg path | `current_stage[2]` |
| Capture point of the worst reg-to-reg path | `rf_enable_write2` |
| Cell count of the worst reg-to-reg path | `3` |
| Initial cell density of the core | `between 10% and 20%` |
| CP arrival | `1.95 ns` |
| Grt ovf | `0` |
| Fraction of layout cells with a size suffix above 1 | `between 10% and 20%` |
| Number of detailed-route iterations in the first pass | `4` |
| Unrepaired setup endpoints after global routing | `no` |
| Root buffer selected by CTS | `sky130_fd_sc_hd__clkbuf_8` |
| Static power due to leakage | `around 0.62 nW` |
| Cell total in the yosys stat output | `115` |
| Final WS setup | `about 0.26 ns` |
| Critical path capture point type | `register` |
| CP delay by family, top | `AND-OR/OR-AND gates` |
| Simple-gate share of the synthesized area | `between 20% and 30%` |
| Count of mapped cells out of synthesis | `about 120` |
| Number of hold-repair buffers added at the cts stage | `0` |
| Latest clock arrival within the worst-skew pair | `0.27 ns` |
| Number of buffers created by CTS | `3` |
| Adder Share, Synth | `0%` |
| Number of unique standard cell types used by synthesis | `around 40` |
| Xor-xnor portion of the synthesized cell area | `less than 1%` |
| Max-Cap Viols | `0` |
| Fraction of the yosys area taken by sequential cells | `57.6%` |
| Area growth from synthesis to layout | `43.8%` |
| WHS | `0.348 ns` |
| Maximum fanout count along the critical path | `8` |
| Chip area from the yosys synthesis statistics | `0.00130 mm²` |
| Data required time at the worst endpoint | `2.21 ns` |
| Endpoint of the worst setup timing path | `next_stage[0]` |
| TritonCTS clock tree | `done` |
| Peak per-stage delay on the critical path | `approximately 0.53 ns` |
| TritonCTS sink count | `26` |
| Crit-path cells | `clkdlybuf4s50_1 > or3_4 > o32a_1 > a311oi_2` |
| First-iteration detailed-routing DRC count | `22` |
| First-pass GRT wire length | `5.28 mm` |
| Total Neg Setup Slack | `0 ns` |
| Pin count of the biggest net entering global routing | `16` |
| DP HPWL | `between 2 and 2.5 mm` |
| Tally of non-filler cells in the final layout | `around 250` |
==> how the worst min path moves through the flow <==
stage / from / to / slack, ns / cells after the start
final: next_stage[1] / current_stage[1] / 0.35 / 0
after global routing: next_stage[1] / current_stage[1] / 0.36 / 0
after CTS: next_stage[1] / current_stage[1] / 0.35 / 0
==> cells in the final DEF, fill, tap and decap left out, types with 2 or more instances in the layout <==
cell type,n
sky130_fd_sc_hd__edfxtp_1,23
sky130_fd_sc_hd__nand2b_1,5
sky130_fd_sc_hd__or3_1,2
sky130_fd_sc_hd__dfxtp_1,3
sky130_fd_sc_hd__a21oi_1,7
sky130_fd_sc_hd__o2111ai_1,2
sky130_fd_sc_hd__nor3_1,5
sky130_fd_sc_hd__inv_1,5
sky130_fd_sc_hd__nand4b_1,2
sky130_fd_sc_hd__buf_4,17
sky130_fd_sc_hd__nand3b_1,3
sky130_fd_sc_hd__or2_1,2
sky130_fd_sc_hd__clkbuf_8,3
sky130_fd_sc_hd__o21ai_0,7
sky130_fd_sc_hd__clkdlybuf4s50_1,29
sky130_fd_sc_hd__nor2_1,8
sky130_fd_sc_hd__nor2b_1,6
sky130_fd_sc_hd__nand2_1,6
==> power by group <==
part / switching, mW / total [mW] / internal [mW]
clock: 0.152 / 0.407 / 0.255
combinational: 0.247 / 0.608 / 0.361
sequential: 0.109 / 0.919 / 0.809
==> sequential cells by signal, summed over array words and instances (netlist names) <==
| signal | flops |
|---|---|
| reg_src | 1 |
| current_stage | 3 |
| next_stage | 3 |
| enable_data_memory_write | 1 |
| en_instruction_decode | 1 |
| stack_value | 2 |
| write_back_data_select1 | 1 |
| DataT | 1 |
| en_instruction_fetch | 1 |
| alu_src | 1 |
| rf_enable_write1 | 1 |
| write_back_data_select2 | 1 |
| en_execute | 1 |
| alu_op | 2 |
| pc_src | 2 |
| rf_enable_write2 | 1 |
| enable_data_memory_read | 1 |
| ext_op | 1 |
| SM | 1 |
==> per-layer routing <==
metal	share of wire, %	routed length (µm)	vias to the layer above	track usage, %
met5	0	0	-	0
met3	6.6	200	2	1.50
met4	1.6	48	0	0.994
met1	46	1400	449	7.43
met2	46	1390	26	9.46
li1	-	-	520	-
==> worst register-to-register path: stages, from the launching register on <==
cell and delay (ns):
sky130_fd_sc_hd__dfxtp_1 0.58, sky130_fd_sc_hd__inv_1 0.19, sky130_fd_sc_hd__or3_1 0.50, sky130_fd_sc_hd__nor4_1 0.28
==> synth_stat cells (all sizes together) <==
master    n  share of area (%)
a2111o    1               0.86
a2111oi   2                1.8
a211o     1               0.67
a21boi    1               0.58
a21o      1               0.58
a21oi     7                2.7
a311oi    1                1.2
and3      1               0.48
buf       3                1.5
clkbuf    5                1.4
dfxtp     3                4.6
edfxtp   23                 53
inv       5                1.4
nand2     6                1.7
nand2b    5                2.4
nand3b    3                1.7
nand4b    2                1.3
nand4bb   1               0.86
nor2      8                2.3
nor2b     6                2.9
nor3      5                1.9
nor3b     1               0.58
nor4      1               0.48
nor4b     1               0.67
o2111ai   2                1.3
o211ai    1               0.58
o21a      1               0.58
o21ai     8                3.1
o31a      1               0.67
o32a      1               0.77
o32ai     1               0.67
or2       2               0.96
or3       3                1.8
or4b      1                1.1
xnor2     1               0.67
==> cell families after synthesis <==
kind of cell    Yosys count
simple gates             46
compound gates           29
flops                    26
buf+inv                  13
xor+xnor                  1
==> layout make-up <==
class                           count  area [µm²]  share of cell area, %
Sequential cell                    26         751                   40.1
Multi-Input combinational cell     76         494                   26.4
Timing Repair Buffer               46         418                   22.3
Tap cell                           96         120                   6.41
Clock buffer                        3        41.3                   2.20
Clock inverter                      1        30.0                   1.60
Inverter                            5        18.8                   1.00
Power and IR drop assume default switching activity.
