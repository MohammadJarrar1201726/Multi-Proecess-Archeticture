`design/flow/config.mk`:
```
export PLATFORM = sky130hd
export DESIGN_NAME = instructionMemory
export DESIGN_NICKNAME = instructionMemory
export VERILOG_FILES = /design/flow/design.v
export SDC_FILE = /design/flow/constraint.sdc
export NUM_CORES = 4
export LEC_CHECK = 1
export CORE_AREA = 10 10 70 70
export DIE_AREA = 0 0 80 80
export SYNTH_MEMORY_MAX_BITS = 65536
```
`design/flow/constraint.sdc`:
```
current_design instructionMemory

set clk_period 1.2
set clk_io_pct 0.2

create_clock -name clk0 -period $clk_period

set non_clock_inputs [all_inputs -no_clocks]
set_input_delay [expr $clk_period * $clk_io_pct] -clock clk0 $non_clock_inputs
set_output_delay [expr $clk_period * $clk_io_pct] -clock clk0 [all_outputs]
```
`design/flow/design.v`:
```
parameter
LOW = 1'b0,
HIGH = 1'b1,
	AND = 6'b000000,  
	ADD = 6'b000001,  
	SUB = 6'b000010,  
	ANDI = 6'b000011,    
	ADDI = 6'b000100,	 
	LW  = 6'b000101,  
	LWPOI =  6'b000110,  
	SW  = 6'b000111,	 
	BGT = 6'b001000,   
	BLT =  6'b001001,  
	BEQ = 6'b001010,  
	BNE =  6'b001011,  
	JMP = 6'b001100,  
	CALL = 6'b001101,  
	RET =  6'b001110,  
	PUSH = 6'b001111,  
	POP = 6'b010000,  
	ALU_ADD = 2'b00, 
	ALU_Sub = 2'b01,  
	ALU_And = 2'b10,  
PUSH_VALUE = 2'b00,
POP_VALUE = 2'b01,
OTHER_VALUE = 2'b10,
	PC_Src_Dft = 2'b00, 
	PC_Src_BTA = 2'b01,  
	PC_Src_JMP = 2'b10,  
	PC_Src_Ra = 2'b11, 
	Mode_All = 2'b00,
	Mode_LWPOI = 2'b01,
R0 = 4'd0,  
R1 = 4'd1, 	  
R2 = 4'd2,  
R3 = 4'd3,  
R4 = 4'd4,  
R5 = 4'd5,  
R6 = 4'd6,  
R7 = 4'd7,  
R8 = 4'd8,  
R9 = 4'd9,  
R10 = 4'd10,  
R11 = 4'd11,  
R12 = 4'd12,  
R13 = 4'd13,  
R14 = 4'd14,  
R15 = 4'd15;  
module instructionMemory(clock , addressBus, instructionReg);
	input wire clock;
	input wire [31:0] addressBus;
	output reg [0:31] instructionReg;
	reg [31:0] instruction_memory [0:255];	
	assign instructionReg= instruction_memory[addressBus[31:0]];
	initial begin
	instruction_memory[1] = {ADDI , R1 , R0 , 16'd2 , 2'b00};
	instruction_memory[2] = {ADDI , R2 , R0, 16'd3 , 2'b00};
	instruction_memory[3] = {BGT , R1 , R2 , 16'd2 , 2'b00};
	instruction_memory[4] = {SUB , R3 , R2 , R1 , 14'b0};
	instruction_memory[5] = {JMP , 26'd7};
	instruction_memory[6] = {SUB , R3 , R1 , R2 , 14'b0};
	instruction_memory[7] = {CALL , 26'd10};	
	instruction_memory[8] = {SW , R7 , R10, 16'd7 , 2'b00 };
	instruction_memory[10] = {ADDI , R8 , R0 , 16'b1011 , 2'b00};
	instruction_memory[11] = {ADDI , R9 , R0 , 16'b1100 , 2'b00};
	instruction_memory[12] = {AND , R7 , R8 , R9 , 14'd0};
	instruction_memory[13] = {RET , 26'd0};
	end   
endmodule
```
`design/flow/run.sh`:
```
#!/bin/bash
# OpenROAD 26Q1-2900-gdf79404cd8, Yosys 0.63+post, stock flow scripts
make -C /OpenROAD-flow-scripts/flow DESIGN_CONFIG=/design/flow/config.mk WORK_HOME=/design/flow/orfs finish
```
==> flow_summary.yaml <==
# implementation run metrics
sta:
  hold_viol: 0
  rsz0062_at_grt: "true"
  final.min_clock_period_ns: 1.389
  final_max_slew_viol_count: 0
  whs_ns: 0.7449
  fin_ws_ns: -0.1888
  fmax_mhz: 720.1
  period_used_pct: 115.7
  setup_viol: 7
clocking:
  hold_buffers: 0
route:
  ant_nets: 0
  vias_per_cell: 3.286
  antenna_cells: 0
  drc: 0
  routed_wl_um: 1554
  drt_pass1_iterations: 4
  vias: 460
  drtIter0Drc: 5
  post_drt_wl_per_cell_um: 11.10
global_route:
  grt_pass1_vias: 489
  antenna_found_initial: 0
  grt_overflow: 0
  grt_max_degree: 9
  grt.total_usage_pct: 4.205
  grt_pass1_wl_um: 2283
power_and_ir_drop:
  leakagePower_nw: 0.4462
  power.density_nw_per_um2: 301.5
  switching_share_pct: 38.97
  clkPwrFrac_pct: 0
  peakVddDrop_uv: 67.18
  internal_power_mw: 0.1556
  pwr-share-comb_pct: 100.0
  seq_power_share_pct: 0
  switchingPower_mw: 0.09937
logic_synthesis:
  syn_avg_cell_area_um2: 6.210
  syn-instance-count: 54
  top_cell: "buf_4"
  synth_area_um2: 335.3
  top_area_cell: "buf_4"
  yosysWarnings: 2
  yosys_area_um2: 335.3
  ys_cells: 54
  synth.top_cell.area_share_pct: 35.82
  area_leaders: "buf_4 36%, nor2_1 7.8%, buf_6 6.7%"
  ys_types: 20
  synth_seq_share_pct: 0
  common_cells: "16 x buf_4, 7 x nor2_1, 4 x a21oi_1, 4 x nand2_1, 3 x nand2b_1"
floorplanning:
  die_x_um: 80
  fp.dieH_um: 80
  core_um2: 3416
  ios: 65
  fp-row-count: 21
  die_area_um2: 6400
  fp_util_pct: 9.817
critical_path:
  cpPeakStageDelay_ns: 0.35
  cp_cell_sequence: "buf_8, or2b_1, buf_6, nor2_2, or3_1, buf_2"
  cp.arrival_ns: 1.15
  critPathMaxFanout: 5
  cp-start-kind: "input port"
  cpMaxStageDelayCell: "or3_1"
  cp-end-kind: "primary output"
  worstSetupPathType: "in2out"
  critPathRequiredTime_ns: 0.96
status:
  violations: "setup timing"
  status: "complete, but fails checks"
finish:
  fin_util_pct: 24.76
  nClkBuffers: 0
  drive_gt1_share_pct: 68.09
  ff_latch_area_um2: 0
  flops: 0
  syn_to_final_growth_pct: 152.2
placement:
  hpwl_um: 1143
  portBuffers: 24
  gp_congestion: 0.7207
job:
  tool_warnings: 63
  cap_viol_max_count: 0
min_path:
  hold_class: "in2out"
==> cell type report <==
type / count / area [um2]
Multi-Input combinational cell: 44 / 342.8
Inverter: 2 / 12.51
Tap cell: 46 / 57.56
Fill cell: 371 / 2570
Timing Repair Buffer: 48 / 432.9
==> cell families (layout without fill, tap and decap cells) <==
logic type	count (synthesis)	in the layout	share of synthesized area [%]
buf+inv	21	50	46.27
mux	1	1	2.985
other cells	1	12	1.118
compound gates	6	6	8.956
simple gates	24	24	38.06
xor+xnor	1	1	2.612
==> cells in the final DEF (no fill, tap or decap), types with 3 or more instances in the layout <==
| cell type | Yosys | final |
|---|---|---|
| nand2b_4 | 0 | 3 |
| nor2_4 | 0 | 4 |
| buf_2 | 1 | 6 |
| buf_12 | 0 | 3 |
| clkbuf_2 | 0 | 5 |
| conb_1 | 1 | 12 |
| a21oi_2 | 0 | 3 |
| buf_6 | 2 | 10 |
| buf_4 | 16 | 15 |
| dlygate4sd2_1 | 0 | 4 |
==> path summary, 6_finish.rpt <==
path,to,cells past startpoint,start
worst min-delay path,instructionReg[27],3,addressBus[1]
worst max-delay path,instructionReg[12],6,addressBus[3]
==> what timing repair did <==
item	in CTS	in global routing
gates resized	80	37
pin swaps	9	8
buffers inserted	7	3
endpoints found under the setup margin	20	12
endpoints found under the hold margin	0	0
==> layer usage <==
metal | track usage, % | up-vias | wire (um)
met2 | 6.822 | 24 | 724
met3 | 1.818 | 0 | 153
met5 | 0 | - | 0
met4 | 0.3521 | 0 | 0
li1 | - | 225 | -
met1 | 5.218 | 211 | 676
==> power groups by stage <==
stage         logic (mW)  registers [mW]  clock network (mW)
finish             0.255               0                   0
CTS                0.211               0                   0
global route       0.278               0                   0
==> per-stage QoR <==
stage	setup TNS, ns	setup WS [ns]	std cells	area (um2)	total power [mW]
global route	-1.065	-0.2147	140	845.8	0.2775
global placement	-15.62	-0.9116	130	631.9	0.1893
detailed placement	-15.65	-0.9086	130	631.9	0.1859
finish	-0.8660	-0.1888	140	845.8	0.2550
CTS	-1.030	-0.1959	137	735.7	0.2111
floorplan	0	0.08485	65	376.6	0.09083
==> critical path, delay by kind of cell <==
family / cells / cell delay, ns
simple gates: 3 / 0.57
buf+inv: 3 / 0.33
Power and IR drop assume default switching activity.
